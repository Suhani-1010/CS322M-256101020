**run.sh**
```bash
#!/bin/bash
# OpenROAD 26Q1-2900-gdf79404cd8, Yosys 0.63+post, stock flow scripts
make -C /OpenROAD-flow-scripts/flow DESIGN_CONFIG=/design/flow/config.mk WORK_HOME=/design/flow/orfs finish
```
**config.mk**
```make
export PLATFORM = sky130hd
export DESIGN_NAME = traffic_light
export DESIGN_NICKNAME = traffic_light
export VERILOG_FILES = /design/flow/design.v
export SDC_FILE = /design/flow/constraint.sdc
export NUM_CORES = 4
export LEC_CHECK = 1
export CORE_AREA = 10 10 70 70
export DIE_AREA = 0 0 80 80
```
**design.v**
```verilog
module traffic_light(
    input  wire clk,
    input  wire rst,   
    input  wire tick,  
    output reg  ns_g, ns_y, ns_r,
    output reg  ew_g, ew_y, ew_r
);
    localparam [1:0]
        S_NS_G = 2'd0,
        S_NS_Y = 2'd1,
        S_EW_G = 2'd2,
        S_EW_Y = 2'd3;
    localparam integer DUR_NS_G = 5;
    localparam integer DUR_NS_Y = 2;
    localparam integer DUR_EW_G = 5;
    localparam integer DUR_EW_Y = 2;
    reg [1:0] state, next_state;
    reg [2:0] tick_count; 
    always @* begin
        next_state = state;
        case (state)
            S_NS_G: if (tick && tick_count == DUR_NS_G-1) next_state = S_NS_Y;
            S_NS_Y: if (tick && tick_count == DUR_NS_Y-1) next_state = S_EW_G;
            S_EW_G: if (tick && tick_count == DUR_EW_G-1) next_state = S_EW_Y;
            S_EW_Y: if (tick && tick_count == DUR_EW_Y-1) next_state = S_NS_G;
        endcase
    end
    always @(posedge clk) begin
        if (rst) begin
            state <= S_NS_G;
            tick_count <= 0;
        end else begin
            if (tick) begin
                if ((state==S_NS_G && tick_count==DUR_NS_G-1) ||
                    (state==S_NS_Y && tick_count==DUR_NS_Y-1) ||
                    (state==S_EW_G && tick_count==DUR_EW_G-1) ||
                    (state==S_EW_Y && tick_count==DUR_EW_Y-1)) begin
                    tick_count <= 0;
                    state <= next_state;
                end else begin
                    tick_count <= tick_count + 1;
                end
            end
        end
    end
    always @* begin
        ns_g=0; ns_y=0; ns_r=0;
        ew_g=0; ew_y=0; ew_r=0;
        case (state)
            S_NS_G: begin ns_g=1; ew_r=1; end
            S_NS_Y: begin ns_y=1; ew_r=1; end
            S_EW_G: begin ew_g=1; ns_r=1; end
            S_EW_Y: begin ew_y=1; ns_r=1; end
        endcase
    end
endmodule
```
**constraint.sdc**
```tcl
current_design traffic_light

set clk_period 1.7
set clk_io_pct 0.2

create_clock -name clk0 -period $clk_period [get_ports {clk}]

set non_clock_inputs [all_inputs -no_clocks]
set_input_delay [expr $clk_period * $clk_io_pct] -clock clk0 $non_clock_inputs
set_output_delay [expr $clk_period * $clk_io_pct] -clock clk0 [all_outputs]
```
==> results.cfg <==
; flow metrics
[worst_setup_path]
path_cells = or2_4 -> clkdlybuf4s50_1
path_delay_family = buffers and inverters
cp.required_ps = 1360
crit_type = register to primary output
critPathLaunchType = register
worstPathBufferInverterCount = 1
worstSetupEndpointType = primary output
crit_fanout = 4
critPathMaxStageDelay_ps = 410
slowest_stage = clkdlybuf4s50_1
crit_arrival_ps = 1260

[job]
warnings = 28
maxCapViolCount = 0

[timing]
setup_ws_ps = 95.9
clock_skew_ps = 1.05
worstMarginPinSlew_ps = 294
max_slew_margin = 0.804
setup_viol_count_final = 0
drv_slew = 0
period_used_share = 0.944
finalSetupTns_ps = 0
max_freq_ghz = 0.623
rsz0062_at_grt = no
whs_ps = 524
period_needed_ps = 1600
hold_viol = 0

[floorplanning]
rows = 21
fp-utilization = 0.117
boundaryPins = 9
fp.dieW_um = 80
coreArea_um2 = 3420
die-area_um2 = 6400
chipHeight_um = 80

[placement]
gp_congestion = 0.784
dp.cells = 99
placed_area_um2 = 533
pre_cts_ws_ps = 98.5
portBuffers = 8
dp_hpwl_um = 751

[run_status]
status = finished, final reports clean

[routing]
antennaDiodeCount = 0
routed_wirelength_um = 956
drc_errors = 0
drt_iter0_markers = 12
via_per_inst = 3.55
first_pass_iters = 4
via_count = 369
ant_nets = 0
wl_per_cell_um = 9.19

[clock_tree]
htreeDepth = 1
cts_tree = built
clk_pin_slew_worst_paths_ps = 50
cts_buffer_depth = 2
root_buffer = clkbuf_4
clk-insertion-delay-late_ps = 250
cts_buffers = 3
clock_sinks = 7

[synthesis]
postSynthCellCount = 46
yosysChipArea_um2 = 399
yosys-stat-cells = 46
async_reset_ff_frac = 0
yosysUniqueCellTypes = 22
ff_type = dfxtp_1
yosysWarnings = 1
yosys-top-cells-count = dfxtp_1 (7), inv_1 (4), nand3b_1 (4), nor2_1 (4)
synth_flop_count = 7
yosys.area.top_type = dfxtp_1
yosys.area.top_type_share = 0.351
top_cell = dfxtp_1
area_leaders = dfxtp_1 (35%), ha_1 (9.4%), nand3b_1 (7.5%)
synth_area_um2 = 399
syn_area_per_cell_um2 = 8.68
edf_count = 0
ys_seq_frac = 0.351

[grt]
antenna_found_initial = 0
grt_pass1_wl_mm = 1.61
grt_max_degree = 10
first_global_vias = 347
grt_usage = 0.0316
overflow = 0

[cells_and_area]
stdcell_area_um2 = 582
drive_gt1_frac = 0.190
regArea_um2 = 144
syn2layout_area_growth_pct = 45.8
fillers = 385
instances_no_fill = 104
finish.utilization = 0.170
layout.area.comb_um2 = 230

[power_and_ir_drop]
power.total_uw = 370
p_per_area_nw_per_um2 = 637
power.leakage_nw = 0.212
peakVddDrop_uv = 215

[min_path]
min-delay-path-class = register to register
-- worst paths after layout --
path                  from            end  slack (ps)  cells past startpoint
min reg2reg       state[2]       state[2]         520                      2
max reg2reg  tick_count[0]  tick_count[1]         400                      5
max               state[1]           ns_r         100                      2
min               state[2]       state[2]         520                      2
-- layout by cell type, fill, tap and decap left out, types with 2 or more instances in the layout --
cell type	netlist	final
a21oi_1	2	2
nand2_1	2	2
nand4_1	2	2
dfxtp_1	7	6
nand2b_1	3	3
clkbuf_4	0	3
dlymetal6s2s_1	0	3
nand3b_1	4	4
clkdlybuf4s50_1	0	4
buf_4	2	3
ha_1	3	3
inv_1	4	3
o22ai_1	2	2
nor2_1	4	3
-- routing by layer --
metal  GRT usage  part of all wire
met1      0.0381              0.46
met3      0.0239             0.099
met2      0.0449              0.44
met4     0.00352                 0
met5           0                 0
-- repair_timing --
| action | 4_1_cts | 5_1_grt |
|---|---|---|
| setup endpoints to repair | 4 | 3 |
| resized | 5 | 4 |
| hold buffers | 0 | 0 |
| pin swaps | 1 | 1 |
| setup buffers | 1 | 0 |
| cloned | 0 | 0 |
-- tightest hold or removal path, stage by stage (launching register included) --
cell and delay [ps]:
dfxtp_1 350, nand2_1 70, a21oi_1 50
-- cells by family (layout without fill, tap and decap cells) --
kind of cell / after synthesis / in the layout / share of synthesized area
adders and majority gates: 3 / 3 / 0.0941
AOI/OAI and AO/OA: 11 / 11 / 0.210
DFF: 7 / 7 / 0.351
and+or+nand+nor: 18 / 18 / 0.260
buffers and inverters: 7 / 19 / 0.0846
-- power by group --
group / internal [mW] / leakage, nW / switching (mW)
Combinational: 0.0199 / 0.140 / 0.0244
Sequential: 0.168 / 0.0576 / 0.00466
Clock: 0.0898 / 0.0150 / 0.0641
Total: 0.277 / 0.212 / 0.0932
-- final cells by class --
cell class                 instances  share of cell area
clock buffer                       4              0.0452
inverter                           4              0.0258
multi-input combinational         32               0.396
sequential                         7               0.247
tap                               46              0.0989
timing repair buffer              11               0.187
-- flip-flops by register name, indices dropped and copies added (netlist names) --
signal and cells:
state 4, tick_count 3
No activity file was given, so power comes from the tool's default toggle rates.

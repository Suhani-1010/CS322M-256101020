`flow/run.sh`:
```
#!/bin/bash
# OpenROAD 26Q1-2900-gdf79404cd8, Yosys 0.63+post, stock flow scripts
make -C /OpenROAD-flow-scripts/flow DESIGN_CONFIG=/design/flow/config.mk WORK_HOME=/design/flow/orfs finish
```
`flow/design.v`:
```
module link_top(
    input  wire clk,
    input  wire rst,
    output wire done
);
    wire req, ack;
    wire [7:0] data;
    wire [7:0] last_byte;
    master_fsm u_master(
        .clk(clk), .rst(rst), .ack(ack),
        .req(req), .data(data), .done(done)
    );
    slave_fsm u_slave(
        .clk(clk), .rst(rst), .req(req),
        .data_in(data), .ack(ack), .last_byte(last_byte)
    );
endmodule
module master_fsm(
    input  wire clk,
    input  wire rst,
    input  wire ack,
    output reg  req,
    output reg  [7:0] data,
    output reg  done
);
    localparam [2:0]
        M_IDLE      = 3'd0,
        M_REQ       = 3'd1,
        M_WAIT_ACK  = 3'd2,
        M_DROP_REQ  = 3'd3,
        M_FINISH    = 3'd4;
    reg [2:0] state, next;
    reg [1:0] byte_idx; 
    always @* begin
        next = state;
        case (state)
            M_IDLE:     next = M_REQ;
            M_REQ:      next = M_WAIT_ACK;
            M_WAIT_ACK: if (ack) next = M_DROP_REQ;
            M_DROP_REQ: if (!ack) begin
                           if (byte_idx == 2'd3) next = M_FINISH;
                           else next = M_REQ;
                         end
            M_FINISH:   next = M_IDLE;
        endcase
    end
    always @(posedge clk) begin
        if (rst) begin
            state <= M_IDLE;
            byte_idx <= 0;
            req <= 0; data <= 8'h00; done <= 0;
        end else begin
            state <= next;
            done <= 0; 
            case (state)
                M_IDLE: begin
                    req <= 0;
                    byte_idx <= 0;
                end
                M_REQ: begin
                    req <= 1;
                    data <= {6'h0, byte_idx}; 
                end
                M_WAIT_ACK: begin
                end
                M_DROP_REQ: begin
                    req <= 0;
                    if (!ack) byte_idx <= byte_idx + 1;
                end
                M_FINISH: begin
                    done <= 1;
                end
            endcase
        end
    end
endmodule
module slave_fsm(
    input  wire clk,
    input  wire rst,
    input  wire req,
    input  wire [7:0] data_in,
    output reg  ack,
    output reg  [7:0] last_byte
);
    localparam [1:0]
        S_WAIT_REQ   = 2'd0,
        S_ASSERT_ACK = 2'd1,
        S_HOLD_ACK   = 2'd2,
        S_DROP_ACK   = 2'd3;
    reg [1:0] state, next;
    reg [1:0] hold_cnt;
    always @* begin
        next = state;
        case (state)
            S_WAIT_REQ:   if (req) next = S_ASSERT_ACK;
            S_ASSERT_ACK: next = S_HOLD_ACK;
            S_HOLD_ACK:   if (hold_cnt == 2'd1) next = S_DROP_ACK;
            S_DROP_ACK:   if (!req) next = S_WAIT_REQ;
        endcase
    end
    always @(posedge clk) begin
        if (rst) begin
            state <= S_WAIT_REQ;
            ack <= 0;
            last_byte <= 8'h00;
            hold_cnt <= 0;
        end else begin
            state <= next;
            case (state)
                S_WAIT_REQ: begin
                    ack <= 0;
                end
                S_ASSERT_ACK: begin
                    ack <= 1;
                    last_byte <= data_in; 
                    hold_cnt <= 0;
                end
                S_HOLD_ACK: begin
                    ack <= 1;
                    hold_cnt <= hold_cnt + 1;
                end
                S_DROP_ACK: begin
                    ack <= 0;
                end
            endcase
        end
    end
endmodule
```
`flow/constraint.sdc`:
```
current_design link_top

set clk_period 1.4
set clk_io_pct 0.2

create_clock -name clk0 -period $clk_period [get_ports {clk}]

set non_clock_inputs [all_inputs -no_clocks]
set_input_delay [expr $clk_period * $clk_io_pct] -clock clk0 $non_clock_inputs
set_output_delay [expr $clk_period * $clk_io_pct] -clock clk0 [all_outputs]
```
`flow/config.mk`:
```
export PLATFORM = sky130hd
export DESIGN_NAME = link_top
export DESIGN_NICKNAME = link_top
export VERILOG_FILES = /design/flow/design.v
export SDC_FILE = /design/flow/constraint.sdc
export NUM_CORES = 4
export LEC_CHECK = 1
export CORE_AREA = 10 10 73 73
export DIE_AREA = 0 0 83 83
```
==> impl_metrics.csv <==
group,metric,value,unit
clocking,htree_levels,1,
worst_setup_path,timing.rr.start,"u_master.byte_idx[0]$_SDFFE_PP0P_",
worst_setup_path,critical_path.slowest_cell,"clkdlybuf4s50_1",
global_routing,grtUsageMet3,1.48,%
timing,tightest_slew,0.242,ns
die,core_area,3740,um^2
flow_run,max_cap_violations,0,
placement,pre_cts_slack,-0.0114,ns
final_layout,layout_top_cell,"dfxtp_1",
worst_setup_path,crit_arrival,1.00,ns
drt,routed_wl,929,um
global_routing,grtUsageTotal,2.62,%
drt,antenna_cells,0,
clocking,post_cts.repair.setup_buffers,0,
final_layout,fillerInstances,422,
global_routing,grtUsageMet1,3.64,%
final_layout,utilization,19.0,%
clocking,clock.latency.late_pin,0.24,ns
drt,vias,399,
drt,drc,0,
drt,vias_per_cell,3.66,
worst_setup_path,cp_max_fo,1,
hold_path,hp-class,"reg2reg",
synthesis,yosysWarnings,2,
global_routing,grt_pass1_vias,385,
flow_run,warnings,25,
timing,skew,0.00325,ns
global_routing,grtUsageMet2,3.35,%
timing,slew_headroom,83.7,%
drt,post_drt_wl_per_cell,8.52,um
final_layout,seqCellArea,320,um^2
drt,drtPass1Iterations,3,
synthesis,ys_types,21,
placement,gp_congestion,0.738,
global_routing,grt_max_degree,16,
worst_setup_path,cp-end-kind,"output port",
global_routing,top_usage_layer,"met1",
final_layout,area_delta_synth_final,21.1,%
drt,postRouteAntennaNets,0,
synthesis,yosys_register_bits,16,
global_routing,grt_remaining_overflow,0,
final_layout,lay_top_cells,"dfxtp_1 (16), inv_1 (5), nand2b_1 (5), a21oi_1 (5), nor2_1 (4)",
clocking,cts-buffers-inserted,3,
worst_setup_path,critical_path_class,"reg2out",
run_status,run_status,"completed",
synthesis,syn_inst,56,
clocking,cts_root_buf,"clkbuf_8",
hold_path,whs_path_depth,1,
clocking,cts.sinks,16,
clocking,clock_path_buffers,2,
final_layout,combGateArea,243,um^2
worst_setup_path,path_cells,"clkdlybuf4s50_1",
die,ios,3,
drt,drt_iter0_markers,19,
die,die_area,6890,um^2
power,p_comb_share,3.7,%
timing,fin_crit_sh,91.2,%
clocking,cts_hold_buffers,0,
timing,fmax,0.783,GHz
timing,report.final.slew_viol_count,0,
synthesis,syn_area,587,um^2
timing,final.min_clock_period,1.28,ns
die,fp_util,15.7,%
worst_setup_path,crit_required,1.12,ns
die,die_h,83,um
global_routing,grt_pass1_wl,1.62,mm
hold_path,holdCritStartpoint,"u_slave.state[0]$_DFF_P_",
power,swShare,19.5,%
die,die_w,83,um
power,leakage,0.260,nW
power,max-vdd-ir-drop,0.329,mV
final_layout,drive_gt1_share,9.84,%
worst_setup_path,r2r_end,"u_master.byte_idx[1]$_SDFFE_PP0P_",
timing,final-setup-viol-count,0,
hold_path,whs_endpoint,"u_slave.ack$_SDFF_PP0_",
clocking,postCtsResizedCells,0,
placement,io_buffers,2,
worst_setup_path,reg2reg_setup_slack,0.16,ns
power,clkPwrFrac,39.4,%
die,rows,22,
timing,rsz0062_at_grt,"no",
worst_setup_path,crit_buf_inv,1,
timing,fin_ws,0.124,ns
worst_setup_path,start_kind,"register",
synthesis,ys_chip_area,587,um^2
power,switching_power,163,uW
clocking,clk_pin_slew,0.06,ns
global_routing,antenna_found_initial,0,
synthesis,avgSynthCellArea,10.5,um^2
synthesis,ys_seq_share,54.6,%
placement,post-dp-hpwl,637,um
timing,finalHoldViolations,0,
power,seq_power_share,56.8,%
synthesis,synth_stat.cells,56,
worst_setup_path,cpLargestDelayFamily,"buffers and inverters",
worst_setup_path,reg2regPathDepth,3,
power,cellPowerDensity,1180,nW/um^2
clocking,tritoncts,"done",
worst_setup_path,crit_path_max_incr_delay,0.45,ns
power,internal_power,673,uW
==> final cells by class <==
class                           count  area share (%)
Inverter                            5            2.64
Tap cell                           48            8.45
Timing Repair Buffer                3            3.87
Clock buffer                        3            5.81
Multi-Input combinational cell     34            34.2
Sequential cell                    16            45.1
==> layer usage <==
metal  vias to the layer above  wire, um
met1                       184       504
met2                         8       338
met3                         2        75
li1                        205         -
met4                         0        11
met5                         -         0
==> logic make-up after synthesis <==
logic type               share of synthesized area, %
AND/OR/NAND/NOR                                  27.5
flip-flops                                       54.6
AND-OR/OR-AND                                    9.60
buffers and inverters                            4.05
adder cells (fa/ha/maj)                          4.26
==> flip-flops by register name (all words and copies together), names as in the netlist <==
signal             flops
u_slave.hold_cnt       2
u_slave.ack            1
u_master.byte_idx      2
u_master.req           1
u_master.state         5
u_master.done          1
u_slave.state          4
==> Yosys cell counts <==
master    instances  area share (%)
dfxtp_1          16              55
a21oi_1           5             4.3
inv_1             5             3.2
nand2b_1          5             5.3
nor2_1            4             2.6
or3b_1            3             4.5
and3b_1           2             3.0
ha_1              2             4.3
nor2b_1           2             2.1
a22oi_1           1             1.3
and2b_1           1             1.3
buf_2             1            0.85
nor3_1            1            0.85
nor3b_2           1             2.1
nor4_1            1             1.1
o21bai_1          1             1.3
o31ai_1           1             1.3
o41ai_1           1             1.5
or2_2             1             1.1
or4b_1            1             1.7
or4bb_1           1             1.9
==> power by group through the flow <==
stage     sequential, mW  combinational [mW]  clock, mW
6_report           0.475              0.0313      0.330
5_1_grt            0.476              0.0351      0.357
4_1_cts            0.475              0.0313      0.338
==> how the worst max path moves through the flow <==
| stage | start | to | slack (ns) | depth (start not counted) |
|---|---|---|---|---|
| finish | u_master.done$_SDFF_PP0_ | done | 0.12 | 1 |
| global route | u_master.byte_idx[0]$_SDFFE_PP0P_ | u_master.byte_idx[1]$_SDFFE_PP0P_ | 0.08 | 3 |
| CTS | u_master.done$_SDFF_PP0_ | done | 0.11 | 1 |
==> stage by stage <==
| stage | hold slack (ns) | cells | total power, mW | instance area (um^2) | TNS (ns) |
|---|---|---|---|---|---|
| detailed placement | 0.425 | 106 | 0.516 | 669 | -0.0114 |
| global placement | 0.417 | 106 | 0.514 | 669 | 0 |
| CTS | 0.441 | 109 | 0.844 | 711 | 0 |
| finish | 0.440 | 109 | 0.836 | 711 | 0 |
| floorplan | 0.352 | 56 | 0.504 | 587 | 0 |
| global route | 0.458 | 109 | 0.868 | 711 | 0 |
Power figures rest on the tool's default switching activity, not on a simulated workload.

`flow/config.mk`:
```
export PLATFORM = sky130hd
export DESIGN_NAME = vending_mealy
export DESIGN_NICKNAME = vending_mealy
export VERILOG_FILES = /design/flow/design.v
export SDC_FILE = /design/flow/constraint.sdc
export NUM_CORES = 4
export LEC_CHECK = 1
export CORE_AREA = 10 10 70 70
export DIE_AREA = 0 0 80 80
```
`flow/constraint.sdc`:
```
current_design vending_mealy

set clk_period 2.3
set clk_io_pct 0.2

create_clock -name clk0 -period $clk_period [get_ports {clk}]

set non_clock_inputs [all_inputs -no_clocks]
set_input_delay [expr $clk_period * $clk_io_pct] -clock clk0 $non_clock_inputs
set_output_delay [expr $clk_period * $clk_io_pct] -clock clk0 [all_outputs]
```
`flow/design.v`:
```
module vending_mealy(
    input  wire       clk,
    input  wire       rst,    
    input  wire [1:0] coin,   
    output wire       dispense, 
    output wire       chg5      
);
    localparam [1:0] S0  = 2'b00;
    localparam [1:0] S5  = 2'b01;
    localparam [1:0] S10 = 2'b10;
    localparam [1:0] S15 = 2'b11;
    reg [1:0] state, next_state;
    wire [4:0] coin_val;
    assign coin_val = (coin == 2'b01) ? 5 :
                      (coin == 2'b10) ? 10 : 0;
    reg [4:0] total_val;
    always @(*) begin
        case (state)
            S0:  total_val = 0;
            S5:  total_val = 5;
            S10: total_val = 10;
            S15: total_val = 15;
            default: total_val = 0;
        endcase
    end
    wire [5:0] new_total = total_val + coin_val; 
    assign dispense = (coin_val != 0) && (new_total >= 20);
    assign chg5    = (coin_val != 0) && (new_total == 25);
    always @(*) begin
        next_state = state;
        if (coin_val == 0) begin
            next_state = state;
        end else begin
            if (new_total >= 20) begin
                next_state = S0;
            end else begin
                case (new_total)
                    0:  next_state = S0;
                    5:  next_state = S5;
                    10: next_state = S10;
                    15: next_state = S15;
                    default: next_state = S0;
                endcase
            end
        end
    end
    always @(posedge clk) begin
        if (rst) begin
            state <= S0;
        end else begin
            state <= next_state;
        end
    end
endmodule
```
`flow/run.sh`:
```
#!/bin/bash
# OpenROAD 26Q1-2900-gdf79404cd8, Yosys 0.63+post, stock flow scripts
make -C /OpenROAD-flow-scripts/flow DESIGN_CONFIG=/design/flow/config.mk WORK_HOME=/design/flow/orfs finish
```
==> qor.rpt <==
=========================================================================================
# placed instances                                                                     93
Library cell with the highest instance count after synthesis                 sky130_fd_sc_hd__inv_1
Starting DRT DRC Count                                                                 14
Areal power density over the cells                                           388.1 nW/µm²
Maximum fanout count along the critical path                                            2
Maximum clock path buffer count                                                         2
Number of inserted filler cells in the final layout                                   383
Class of the worst hold path                                                   reg -> reg
Largest registers                                                                state x3
Total Power Consumption                                                          221.9 µW
TritonCTS clock tree                                                                built
Kind of capture point of the worst setup path                                primary output
Synth mux share                                                                         0
Syn Inst Count                                                                         32
Startpoint type of the worst setup path                                        input port
Final TNS setup                                                                      0 ps
# DRC                                                                                   0
IR Drop Worst-Case VDD                                                         0.08371 mV
Starting utilization of the core area                                             0.08059
Final setup skew                                                                 1.845 ps
Initial antenna violation count                                                         0
Largest register by flop count                                                      state
Most instantiated flip-flop cell in the synthesis netlist                    sky130_fd_sc_hd__dfxtp_1
Switching Fraction                                                                 0.2794
Worst Min Path Start                                                         state[2]$_DFF_P_
First-pass GRT wire length                                                       1.324 mm
Cell internal power dissipation                                                  159.9 µW
Placer's final routability congestion estimate                                     0.6664
WP data arrival                                                                   1770 ps
Max FFs per register                                                                    3
Detailed Place HPWL                                                              595.1 µm
Total clock buffers created by CTS                                                      3
Proportion of synthesized chip area in sequential cells                            0.2182
Number of hold buffers added after CTS                                                  0
Reported max-cap violation count                                                        0
Relative max-transition margin                                                     0.7259
Number of levels in the clock H-tree                                                    1
Number of warnings in the stage logs                                                   27
Setup crit start                                                                  coin[1]
Number of distinct library cells after synthesis                                       20
Via density per instance                                                            3.071
CORE AREA                                                                        3416 µm²
Count of pins on the block boundary                                                     6
Util after Layout                                                                  0.1674
Post-synthesis chip area from yosys                                             275.3 µm²
Cell count listed in synth_stat.txt                                                    32
Slew Viols, Final                                                                       0
Number of rows created at floorplan                                                    21
Average detailed-routed wire length per instance                                 7.606 µm
Dominant kind of combinational cell                                           adder cells
XOR Share, Synth                                                                  0.06364
Share of total power in the clock network                                           0.418
Fa+ha+maj area frac                                                                0.2545
Status                                                                       finished clean
Count of synthesis-stage warnings from yosys                                            1
Overall die width                                                                   80 µm
Synth top cells by count                                                     sky130_fd_sc_hd__inv_1, sky130_fd_sc_hd__ha_1, sky130_fd_sc_hd__dfxtp_1
Number of enable-type register cells in the synthesized netlist                         0
Y dimension of the die                                                              80 µm
Portion of total power attributed to combinational logic                            0.336
Vias in the first global route                                                        323
Hold violation total from the final report                                              0
Clock slew at the register clock pins of the worst setup and hold paths             40 ps
Floorplan die area                                                               6400 µm²
Final setup viols                                                                       0
Biggest area cells                                                           sky130_fd_sc_hd__dfxtp_1, sky130_fd_sc_hd__ha_1, sky130_fd_sc_hd__inv_1, sky130_fd_sc_hd__a32o_1, sky130_fd_sc_hd__fa_1
Insertion Delay late pin                                                           230 ps
First-pass DRT Iterations                                                               3
Worst hold slack                                                                 477.5 ps
Area grow syn2layout                                                               107.7%
WL final                                                                           753 µm
Portion of the clock cycle consumed by the worst path in the final layout          0.9678
Number of antenna diodes                                                                0
Number of clock sinks                                                                   3
Buffers on Ports                                                                        5
Maximum number of pins on one net before global-route repair                            6
Biggest area consumer among synthesized cells                                sky130_fd_sc_hd__dfxtp_1
Share of total power in sequential cells                                            0.246
Total congestion overflow after global routing                                          0
Highest clock frequency the design can meet                                    0.4493 GHz
Unrepaired setup endpoints after global routing                                     false
Worst setup path category                                                       in -> out
Count of non-filler cells in the finished layout                                       99
Via count                                                                             304
Netlist area before placement                                                   275.3 µm²
AND-OR/OR-AND Cells, Area Fraction                                                 0.2000
Static leakage                                                               0.0002212 µW
Net switching power of the design                                                62.01 µW
Avg Inst Size Synth                                                             8.602 µm²
Data required time of the worst path                                              1840 ps
Share of post-route cells with drive strength above 1                              0.6792
Top-area cell share                                                                0.2182
Synthesized-area fraction occupied by and/or/nand/nor cells                        0.1818
Min Clock Period, post-route                                                      2226 ps
Worst reg2reg path startpoint                                                state[3]$_DFF_P_
Detail Route Antenna Nets                                                               0
Proportion of register bits with asynchronous set or reset after synthesis              0
Tightest Pin Transition                                                          405.5 ps
GR Util All Layers                                                                0.02528
Clock root buffer master                                                     sky130_fd_sc_hd__clkbuf_4
Number of synthesized register bits                                                     3
=========================================================================================
-- kinds of logic (layout without fill, tap and decap cells) --
kind of cell,count (synthesis),after routing
and+or+nand+nor,9,9
AOI/OAI and AO/OA,7,7
buffers and inverters,6,27
adders and majority gates,5,5
DFF,3,3
xor gates and xnor gates,2,2
-- worst paths after layout --
kind / cells past startpoint / to / slack [ps]
worst max register to register: 8 / state[3]$_DFF_P_ / 130
worst min register to register: 2 / state[2]$_DFF_P_ / 480
worst max-delay path: 9 / chg5 / 70
worst min-delay path: 2 / state[2]$_DFF_P_ / 480
-- layout make-up --
| cell class | instances | area, µm² | share of cell area |
|---|---|---|---|
| multi-input combinational | 23 | 272.8 | 0.4770 |
| sequential | 3 | 60.06 | 0.1050 |
| timing repair buffer | 17 | 130.1 | 0.2276 |
| tap | 46 | 57.56 | 0.1007 |
| inverter | 6 | 25.02 | 0.04376 |
| clock buffer | 4 | 26.28 | 0.04595 |
-- critical path: stages --
cell	delay (ps)
sky130_fd_sc_hd__buf_8	100
sky130_fd_sc_hd__inv_4	50
sky130_fd_sc_hd__ha_4	130
sky130_fd_sc_hd__ha_4	120
sky130_fd_sc_hd__inv_2	30
sky130_fd_sc_hd__fa_2	540
sky130_fd_sc_hd__nand2_2	50
sky130_fd_sc_hd__nor4_2	130
sky130_fd_sc_hd__buf_2	150
-- per-layer routing --
metal / vias to the layer above / global-route usage / wire length, µm / part of all wire
li1: 153 / - / - / -
met1: 145 / 0.02872 / 371 / 0.49
met2: 4 / 0.03852 / 324 / 0.43
met3: 2 / 0.01477 / 47 / 0.062
met4: 0 / 0.008803 / 10 / 0.013
met5: - / 0 / 0 / 0
-- timing repair --
| item | 4_1_cts | 5_1_grt |
|---|---|---|
| pin swaps | 8 | 5 |
| buffers inserted | 2 | 0 |
| gates resized | 32 | 6 |
| setup endpoints to repair | 4 | 2 |
| gates cloned | 0 | 0 |
-- power by group through the flow --
stage	clock, µW	sequential [µW]	combinational, µW
6_report	92.7	54.7	74.5
5_1_grt	103	54.8	81.0
4_1_cts	98.1	54.6	71.9
-- placed cells by master, fill, tap and decap left out, drive strengths merged, types with 2 or more instances in the layout --
cell type / count
a21oi: 2
a32o: 2
buf: 15
clkbuf: 5
dfxtp: 3
ha: 4
inv: 6
nand2: 2
-- through the flow --
stage                     area [µm²]  worst slack (ps)
after global placement         457.9            -771.9
after CTS                      565.5            -53.98
final                          571.8             74.15
after floorplan                275.3             318.5
after global routing           571.8             2.933
after detailed placement       457.9            -769.2
No activity file was given, so power comes from the tool's default toggle rates.
